==> design/flow/run.sh <==
#!/bin/bash
# OpenROAD 26Q1-2900-gdf79404cd8, Yosys 0.63+post, stock flow scripts
make -C /OpenROAD-flow-scripts/flow DESIGN_CONFIG=/design/flow/config.mk WORK_HOME=/design/flow/orfs finish
==> design/flow/config.mk <==
export PLATFORM = sky130hd
export DESIGN_NAME = armdashcam_soc
export DESIGN_NICKNAME = armdashcam_soc
export VERILOG_FILES = /design/flow/design.v
export SDC_FILE = /design/flow/constraint.sdc
export NUM_CORES = 4
export LEC_CHECK = 1
export CORE_UTILIZATION = 30
==> design/flow/constraint.sdc <==
current_design armdashcam_soc

set clk_period 3.7
set clk_io_pct 0.2

create_clock -name clk0 -period $clk_period [get_ports {clk_in}]

set non_clock_inputs [all_inputs -no_clocks]
set_input_delay [expr $clk_period * $clk_io_pct] -clock clk0 $non_clock_inputs
set_output_delay [expr $clk_period * $clk_io_pct] -clock clk0 [all_outputs]
==> design/flow/design.v <==
module armdashcam_soc #(
    parameter SYS_CLK_FREQ = 100_000_000,   
    parameter NUM_MASTERS = 4,
    parameter NUM_SLAVES = 4,
    parameter NUM_INTERRUPTS = 8
)(
    input wire clk_in,               
    input wire reset_in,             
    output wire sys_clk,             
    output wire sys_reset_n         
);
    wire clk;
    wire reset_n;
    clk_rst_ip #(
        .SYS_CLK_FREQ(SYS_CLK_FREQ),
        .SYS_RST_DELAY(100)   
    ) clk_rst_inst (
        .clk_in(clk_in),
        .reset_in(reset_in),
        .sys_clk(clk),
        .sys_reset_n(reset_n)
    );
    wire [31:0] axi_m0_awaddr;
    wire axi_m0_awvalid;
    wire [31:0] axi_m0_wdata;
    wire axi_m0_wvalid;
    wire axi_m0_bready;
    noc_axi #(
        .NUM_MASTERS(NUM_MASTERS),
        .NUM_SLAVES(NUM_SLAVES)
    ) noc_inst (
        .clk(clk),
        .reset_n(reset_n),
        .axi_m0_awaddr(axi_m0_awaddr),
        .axi_m0_awvalid(axi_m0_awvalid),
        .axi_m0_wdata(axi_m0_wdata),
        .axi_m0_wvalid(axi_m0_wvalid),
        .axi_m0_bready(axi_m0_bready)
    );
    wire [NUM_INTERRUPTS-1:0] interrupt_signals;
    assign interrupt_signals[0] = 1'b1;   
    wire uart_tx;
    wire uart_rx;
    wire spi_clk;
    wire spi_miso;
    wire spi_mosi;
    assign uart_tx = interrupt_signals[0] ? 1'b1 : 1'b0;   
    assign sys_clk = clk;
    assign sys_reset_n = reset_n;
endmodule
module clk_rst_ip #(
    parameter SYS_CLK_FREQ = 100_000_000,   
    parameter SYS_RST_DELAY = 100          
)(
    input wire clk_in,                    
    input wire reset_in,                  
    output reg sys_clk,                   
    output reg sys_reset_n               
);
    reg [15:0] clk_div_counter;           
    reg clk_out_reg;                      
    reg [31:0] reset_delay_counter;
    reg reset_active;
    always @(posedge clk_in or posedge reset_in) begin
        if (reset_in) begin
            clk_div_counter <= 16'b0;
            sys_clk <= 1'b0;
        end else begin
            if (clk_div_counter == (SYS_CLK_FREQ / 2) - 1) begin
                sys_clk <= ~sys_clk;    
                clk_div_counter <= 16'b0;
            end else begin
                clk_div_counter <= clk_div_counter + 1;
            end
        end
    end
    always @(posedge clk_in or posedge reset_in) begin
        if (reset_in) begin
            reset_delay_counter <= 32'b0;
            sys_reset_n <= 1'b0;
            reset_active <= 1'b1;
        end else begin
            if (reset_delay_counter < SYS_RST_DELAY) begin
                reset_delay_counter <= reset_delay_counter + 1;
            end else begin
                sys_reset_n <= 1'b1;
                reset_active <= 1'b0;
            end
        end
    end
endmodule
module noc_axi #(
    parameter NUM_MASTERS = 4,
    parameter NUM_SLAVES = 4
)(
    input wire clk,
    input wire reset_n,
    input wire [31:0] axi_m0_awaddr,
    input wire axi_m0_awvalid,
    input wire [31:0] axi_m0_wdata,
    input wire axi_m0_wvalid,
    output wire axi_m0_bready,
    output wire [31:0] axi_s0_araddr,
    output wire axi_s0_arvalid,
    input wire [31:0] axi_s0_rdata,
    input wire axi_s0_rvalid
);
    wire [31:0] master_awaddr [NUM_MASTERS-1:0];
    wire master_awvalid [NUM_MASTERS-1:0];
    wire [31:0] master_wdata [NUM_MASTERS-1:0];
    wire master_wvalid [NUM_MASTERS-1:0];
    wire master_bready [NUM_MASTERS-1:0];
    wire [31:0] slave_araddr [NUM_SLAVES-1:0];
    wire slave_arvalid [NUM_SLAVES-1:0];
    wire [31:0] slave_rdata [NUM_SLAVES-1:0];
    wire slave_rvalid [NUM_SLAVES-1:0];
    reg [NUM_MASTERS-1:0] master_arbitration;
    reg [NUM_SLAVES-1:0] slave_arbitration;
    always @(posedge clk or negedge reset_n) begin
        if (!reset_n) begin
            master_arbitration <= 0;
            slave_arbitration <= 0;
        end else begin
            master_arbitration <= {master_arbitration[NUM_MASTERS-2:0], master_arbitration[NUM_MASTERS-1]};
            slave_arbitration <= {slave_arbitration[NUM_SLAVES-2:0], slave_arbitration[NUM_SLAVES-1]};
        end
    end
    assign axi_s0_araddr = slave_arbitration[0] ? master_awaddr[0] : 32'b0;  
    assign axi_s0_arvalid = slave_arbitration[0] ? master_awvalid[0] : 1'b0;
    assign axi_m0_bready = master_bready[0];  
endmodule
==> datasheet_impl.txt <==
Implementation parameters

Parameter                              Value

Outcome
  Status .................. finished clean

Pwr
  Pint .................. 0.000496 W
  Share of power burned in combinational logic .................. 0.013
  Power density over the cells .................. around 480 nW/um^2
  Net switching power of the design .................. between 0.0001 and 0.00015 W
  Worst voltage drop across the vdd grid .................. 0.000312 V
  Final Power .................. 0.000612 W
  Switching portion of total power .................. 0.190
  Leak .................. 0.651 nW
  Clock power frac .................. 0.397
  Power share of the sequential group .................. 0.590

Timing
  # setup viols final .................. 0
  Fin. Hold Viols .................. 0
  Final Slew Violations .................. 0
  Setup repair after global routing missed its margin .................. false
  FMAX .................. around 550 MHz
  Maximum clock skew at final layout .................. 3.21 ps
  Final Critical Period .................. 1820 ps
  Summed negative setup slack over all endpoints .................. 0 ps
  Final worst-path cycle share .................. 0.493
  Smallest setup slack after layout .................. around 1900 ps

Synth
  Cell types with the largest area share after synthesis .................. sky130_fd_sc_hd__dfrtp_1, sky130_fd_sc_hd__clkbuf_1, sky130_fd_sc_hd__xor2_1
  Most used flip-flop cell .................. sky130_fd_sc_hd__dfrtp_1
  Syn Area/Cell .................. between 10 and 15 um^2
  Share of synthesized area occupied by flip-flops and latches .................. 0.681
  YS warnings .................. 2
  Number of flops mapped to enable cells by yosys .................. 0
  Cell with the most instances after synthesis .................. sky130_fd_sc_hd__dfrtp_1
  Post-Synthesis Cells .................. slightly above 90
  Proportion of synthesized flip-flops having asynchronous set or reset .................. 1.00
  Library cell with the largest summed area after synthesis .................. sky130_fd_sc_hd__dfrtp_1
  Most numerous cell types in the synthesized netlist .................. sky130_fd_sc_hd__dfrtp_1, sky130_fd_sc_hd__clkbuf_1, sky130_fd_sc_hd__nor3_1, sky130_fd_sc_hd__xor2_1, sky130_fd_sc_hd__nand2_1
  Flop and latch count out of synthesis .................. 33
  # Cells Yosys .................. around 90
  Chip area line of the yosys report .................. around 1200 um^2
  Distinct lib cells used .................. 24
  Yosys top cell area share .................. 0.681
  Post-Synthesis Cell Area .................. ~1200 um^2

Global route
  First-pass GRT wire length .................. 2.28 mm
  Overall global routing resource usage .................. 0.0714
  Number of antenna violations at the first check in global routing .................. 0
  Vias in the first global route .................. a little over 500
  Overflow after GRT .................. 0
  Largest net degree at the start of global routing .................. 34

Floorplanning
  Core utilization at floorplan .................. 0.321
  Total Die Area .................. around 4300 um^2
  Placement row count .................. 22
  Horiz. Die Dim .................. about 66 um
  Top Ports .................. 4
  Std-Cell Core Area .................. about 3800 um^2
  Die Ht .................. about 66 um

Drt
  Total DRC errors in the routed layout .................. 0
  Number of detailed-route iterations in the first pass .................. 4
  Total wire length .................. roughly 1.3 mm
  Number of antenna repair diodes .................. 0
  Vias .................. ~500
  Initial drt markers .................. 17
  Routed WL per cell .................. roughly 10 um
  Average via count per standard cell .................. ~4.0
  Remaining antenna violation count .................. 0

Final layout
  Synthesis-to-finish area growth .................. 4.54%
  Share of final-layout standard cells stronger than drive strength 1 .................. 0.182
  Non-filler instance count after layout .................. between 100 and 150

Worst setup path
  Type of the setup path with the least slack .................. flop to primary output
  Buffer-and-inverter tally for the worst setup path .................. 1
  Cell-by-cell listing of the critical path .................. clkdlybuf4s50_1
  Data required time of the critical path .................. a little under 3000 ps
  Crit-path max FO .................. 2
  Crit. End Element .................. primary output
  Launching point of the worst reg2reg path .................. clk_rst_inst.reset_delay_counter[7]$_DFFE_PP0N_
  Arrival @ worst endpoint .................. about 1100 ps
  Critical R2R Capture .................. clk_rst_inst.reset_delay_counter[1]$_DFFE_PP0N_
  Gate family responsible for the most delay along the worst path .................. buffers and inverters
  Delay of the slowest critical-path stage .................. between 400 and 500 ps
  Cell with the largest stage delay on the worst path .................. sky130_fd_sc_hd__clkdlybuf4s50_1
  Setup slack, reg-to-reg .................. roughly 2000 ps
  R2R cell count .................. 4
  Setup crit start kind .................. flop

CTS
  Post-CTS Resized .................. 0
  Hold-fix buffers, CTS .................. 0
  CTS Root Buffer Type .................. sky130_fd_sc_hd__clkbuf_8
  Maximum number of buffers from clock root to sink .................. 2
  Clock latency of the later-clocked register in the worst-skew pair .................. 270 ps
  TritonCTS clock tree .................. built
  Number of buffers added by the clock tree synthesis step .................. 5
  Count of buffers added by post-CTS timing repair for setup .................. 0
  Number of H-tree levels .................. 2
  Sink count of the clock tree .................. 33
  Clock-pin slew of the registers on the worst-case setup and hold paths .................. roughly 60 ps

Job
  OpenROAD warning count .................. 25
  Number of maximum-capacitance violations .................. 0

Place
  Port buffer count .................. 2
  Number of placed instances, taps included .................. between 100 and 150
  Dpl hpwl .................. between 800 and 900 um
  Global placement routability congestion .................. 0.786
  Pre-CTS WS .................. 1970 ps

Hold path
  Worst Hold Endpoint .................. clk_rst_inst.reset_delay_counter[25]$_DFFE_PP0N_
  Worst min-delay path category .................. flop to flop
  Hold wc startpoint .................. clk_rst_inst.reset_delay_counter[25]$_DFFE_PP0N_
  Hold Path Cell Cnt .................. 0
## area by class of cell
cell class / count / area, um^2
Tap cell: 48 / 60.1
Sequential cell: 33 / 826
Clock buffer: 8 / 80.1
Timing Repair Buffer: 3 / 27.5
Multi-Input combinational cell: 32 / 270
Inverter: 1 / 3.75
Fill cell: 342 / 2500
## how the worst max path moves through the flow
| stage | start | endpoint | slack (ps) | depth (start not counted) |
|---|---|---|---|---|
| 5_1_grt | clk_rst_inst.sys_reset_n$_DFFE_PP0P_ | sys_reset_n | 1820 | 1 |
| 4_1_cts | clk_rst_inst.sys_reset_n$_DFFE_PP0P_ | sys_reset_n | 1860 | 1 |
| 6_report | clk_rst_inst.sys_reset_n$_DFFE_PP0P_ | sys_reset_n | 1880 | 1 |
## power groups by stage
stage | logic [W] | clock network (W) | registers (W)
after CTS | 0.00000869 | 0.000255 | 0.000361
after global routing | 0.00000982 | 0.000273 | 0.000361
final | 0.00000802 | 0.000243 | 0.000361
## per-stage QoR
stage	util	hold slack, ps	instance area [um^2]
after floorplan	-	408	1210
after global placement	0.315	365	1190
after detailed placement	0.315	366	1190
after CTS	0.336	380	1270
after global routing	0.336	388	1270
final	0.336	377	1270
## layout by cell type, fill, tap and decap left out
master / count
sky130_fd_sc_hd__clkbuf_1: 3
sky130_fd_sc_hd__nor4_1: 2
sky130_fd_sc_hd__ha_1: 1
sky130_fd_sc_hd__o311ai_2: 1
sky130_fd_sc_hd__nor3_1: 5
sky130_fd_sc_hd__and3_1: 2
sky130_fd_sc_hd__xor2_1: 5
sky130_fd_sc_hd__dfrtp_1: 33
sky130_fd_sc_hd__inv_1: 1
sky130_fd_sc_hd__nor4_4: 1
sky130_fd_sc_hd__nand4_1: 1
sky130_fd_sc_hd__clkdlybuf4s50_1: 2
sky130_fd_sc_hd__clkbuf_8: 5
sky130_fd_sc_hd__nand2b_1: 1
sky130_fd_sc_hd__nor3b_4: 1
sky130_fd_sc_hd__buf_4: 1
sky130_fd_sc_hd__nor4_2: 2
sky130_fd_sc_hd__a41o_1: 1
sky130_fd_sc_hd__conb_1: 1
sky130_fd_sc_hd__nand2_1: 3
sky130_fd_sc_hd__nand3_2: 1
sky130_fd_sc_hd__nand4_2: 1
sky130_fd_sc_hd__nor2_1: 2
sky130_fd_sc_hd__mux2_4: 1
## state kept, by name, indices dropped and copies added, names as in the netlist
name / cells
clk_rst_inst.reset_delay_counter: 32
clk_rst_inst.sys_reset_n: 1
## routing by layer
metal / share of wire / GRT usage
met1: 0.54 / 0.116
met4: 0.028 / 0.0163
met2: 0.40 / 0.0928
met3: 0.038 / 0.0264
met5: 0 / 0
## logic make-up (layout without fill, tap and decap cells)
kind of cell	count (synthesis)	in the layout	synth area share
adders and majority gates	1	1	0.0103
and+or+nand+nor	22	22	0.139
other	1	1	0.00309
xor gates and xnor gates	5	5	0.0361
AOI/OAI and AO/OA	2	2	0.0217
DFF	33	33	0.681
muxes	1	1	0.0124
buffers and inverters	27	12	0.0960
No activity file was given, so power comes from the tool's default toggle rates.
