==> design.v <==
module bluetooth_ip (
    input wire clk,
    input wire reset_n,
    input wire [31:0] data_in,
    output wire [31:0] data_out,
    output wire data_ready
);
    always @(posedge clk or negedge reset_n) begin
        if (~reset_n) begin
        end else begin
            data_out <= data_in;  
            data_ready <= 1'b1;
        end
    end
endmodule
==> run.sh <==
#!/bin/bash
# OpenROAD 26Q1-2900-gdf79404cd8, Yosys 0.63+post, stock flow scripts
make -C /OpenROAD-flow-scripts/flow DESIGN_CONFIG=/design/flow/config.mk WORK_HOME=/design/flow/orfs finish
==> config.mk <==
export PLATFORM = sky130hd
export DESIGN_NAME = bluetooth_ip
export DESIGN_NICKNAME = bluetooth_ip
export VERILOG_FILES = /design/flow/design.v
export SDC_FILE = /design/flow/constraint.sdc
export NUM_CORES = 4
export LEC_CHECK = 1
export CORE_AREA = 10 10 109 109
export DIE_AREA = 0 0 119 119
==> constraint.sdc <==
current_design bluetooth_ip

set clk_period 1.0
set clk_io_pct 0.2

create_clock -name clk0 -period $clk_period [get_ports {clk}]

set non_clock_inputs [all_inputs -no_clocks]
set_input_delay [expr $clk_period * $clk_io_pct] -clock clk0 $non_clock_inputs
set_output_delay [expr $clk_period * $clk_io_pct] -clock clk0 [all_outputs]
==> impl_metrics.yaml <==
# synthesis and place-and-route metrics
setup_path:
  path_class: "reg -> out"
  critical_path.slowest_cell: "edfxtp_1"
  crit_start: "data_out[29]"
  critPathTopFamily: "flip-flops"
  cp.required_ns: 0.80
  crit_path_end_kind: "primary output"
  critPathMaxStageDelay_ns: 0.39
  crit_buf_inv: 1
  path_cells: "buf_2"
  cp_max_fo: 1
  start_kind: "register"
  worst_ep_arrival_time_ns: 0.78
synthesis:
  ys_sh_mux_pct: 0
  synth_seq_share_pct: 98.84
  top_logic_kind: "buffers and inverters"
  ys_chip_area_um2: 972.2
  ys_sh_simple_pct: 0
  compound_area_share_pct: 0
  ys_warn_count: 3
  synth_area_per_cell_um2: 28.59
  ys_cells: 34
  ys_sh_adder_pct: 0
  postSynthCellCount: 34
  syn_area_um2: 972.2
  yosysUniqueCellTypes: 3
  synthXorXnorAreaFrac_pct: 0
  synth_flops: 32
global_route:
  grt_max_degree: 27
  grt_pass1_vias: 647
  gr-total-overflow: 0
  grt_pass1_wl_mm: 4.236
  antenna_found_initial: 0
  track_usage_pct: 3.952
hold_path:
  min-delay-start: "data_in[26]"
  min_path_type: "in -> reg"
detailed_routing:
  drt.antenna.violating_nets: 0
  antenna_cells: 0
  dr_total_vias: 577
  first_pass_iters: 2
  drcViolationCount: 0
  wl_per_cell_um: 11.78
  finalWirelength_mm: 2.838
  vias_per_cell: 2.394
  drtIter0Drc: 13
place:
  place_congestion: 0.6852
  hpwlAfterDp_mm: 2.441
  pre_cts_ws_ns: -0.2497
  placed_area_um2: 1809
  portBuffers: 65
sta:
  period_used_pct: 98.35
  setup-violations-final: 0
  worst_slack_ns: 0.01647
  max_clock_freq_ghz: 1.017
  slew_viol_final: 0
  hold_viol_final: 0
  rsz0062_at_grt: "yes"
  min_period_ns: 0.9835
clock_network:
  clockBufferDepth: 2
  cts_root_buffer: "clkbuf_8"
  h-tree-depth: 2
  cts_hold_buf: 0
  clock_sinks: 32
  cts_tree: "done"
  cts_buffers: 5
  post_cts_buffers: 0
  clk_pin_slew_ns: 0.06
die:
  floorplan.die.width_um: 119
  chip_area_um2: 14160
  fp.dieH_um: 119
  io_pins: 67
  row_count: 36
  core-area_um2: 9639
  floorplan.core_util_pct: 10.09
cells_and_area:
  drive_gt1_share_pct: 36.11
  fillers: 1073
  largest_reg_flops: 32
  fin_area_um2: 1729
  areaGrowthSynthToFinish_pct: 77.86
  regMostFlops: "data_out"
  reg_top3: "data_out x32"
flow_run:
  cap_violations: 0
  warning_count: 27
power:
  p_per_area_nw_per_um2: 1594
  irDropWorstVdd_uv: 623.4
  total_leakage_power_nw: 0.6255
outcome:
  status: "completed"
-- metrics by stage --
| step | power (mW) | instances | hold WS (ns) | utilization (%) | setup TNS (ns) |
|---|---|---|---|---|---|
| CTS | 2.823 | 241 | 0.4687 | 17.94 | -0.04631 |
| global route | 2.924 | 241 | 0.4640 | 17.94 | -0.2488 |
| floorplan | 1.625 | 34 | 0.2989 | - | 0 |
| global placement | 2.008 | 233 | 0.7544 | 18.77 | -7.998 |
| detailed placement | 2.012 | 233 | 0.7580 | 18.77 | -7.710 |
| finish | 2.756 | 241 | 0.4819 | 17.94 | 0 |
-- power by group --
group	leakage, nW	internal (mW)	switching, mW
combinational	0.272	0.184	0.0695
sequential	0.313	1.59	0.0226
clock	0.0399	0.483	0.403
-- final timing paths --
kind,end,slack (ns),cells past startpoint
setup / recovery,data_out[29],0.02,1
hold / removal,data_out[26],0.48,1
-- per-layer routing --
layer | part of all wire [%] | global-route usage [%] | vias up
met2 | 39 | 5.256 | 58
met1 | 39 | 4.501 | 240
met5 | 0 | 0 | -
met4 | 0.14 | 0.3817 | 0
met3 | 22 | 4.077 | 2
li1 | - | - | 277
-- repair_timing --
item                       CTS  global route
hold endpoints to repair     0             0
gates resized              102             0
setup endpoints to repair   32            13
-- cell usage after synthesis --
master | n | area share [%]
edfxtp_1 | 32 | 99
conb_1 | 1 | 0.39
buf_4 | 1 | 0.77
-- cells by family (layout without fill, tap and decap cells) --
kind of cell,Yosys count,after routing
other,1,1
flip-flops,32,32
buffers and inverters,1,75
-- cells in the final DEF (no fill, tap or decap) --
master / count
clkbuf_1: 2
clkbuf_8: 5
conb_1: 1
buf_12: 1
edfxtp_1: 32
buf_4: 1
clkinv_1: 1
clkdlybuf4s50_1: 33
buf_2: 32
-- final cells by class --
class,count,area [um^2],area share (%)
Multi-Input combinational cell,1,3.754,0.2171
Timing Repair Buffer,67,518.0,29.96
Tap cell,133,166.4,9.624
Clock buffer,7,76.32,4.414
Clock inverter,1,3.754,0.2171
Sequential cell,32,960.9,55.57
No activity file was given, so power comes from the tool's default toggle rates.
