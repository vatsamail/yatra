==> flow/design.v <==
(* top =  1  *)
(* src = "C:\\my\\vatsa\\design\\hdl\\yatra\\up_counter.py:32" *)
(* generator = "Amaranth" *)
module top(clk, rst, ovf, en);
  reg \$auto$verilog_backend.cc:2352:dump_module$1  = 0;
  wire [16:0] \$1 ;
  reg [15:0] \$2 ;
  (* src = "C:\\Users\\vatsa\\AppData\\Local\\Programs\\Python\\Python310\\lib\\site-packages\\amaranth\\hdl\\_ir.py:283" *)
  input clk;
  wire clk;
  (* src = "C:\\my\\vatsa\\design\\hdl\\yatra\\up_counter.py:29" *)
  reg [15:0] count = 16'h0000;
  (* src = "C:\\my\\vatsa\\design\\hdl\\yatra\\up_counter.py:25" *)
  input en;
  wire en;
  (* src = "C:\\my\\vatsa\\design\\hdl\\yatra\\up_counter.py:26" *)
  output ovf;
  wire ovf;
  (* src = "C:\\Users\\vatsa\\AppData\\Local\\Programs\\Python\\Python310\\lib\\site-packages\\amaranth\\hdl\\_ir.py:283" *)
  input rst;
  wire rst;
  assign ovf = count == (* src = "C:\\my\\vatsa\\design\\hdl\\yatra\\up_counter.py:34" *) 5'h19;
  assign \$1  = count + (* src = "C:\\my\\vatsa\\design\\hdl\\yatra\\up_counter.py:40" *) 1'h1;
  (* src = "C:\\my\\vatsa\\design\\hdl\\yatra\\up_counter.py:29" *)
  always @(posedge clk)
    count <= \$2 ;
  always @* begin
    if (\$auto$verilog_backend.cc:2352:dump_module$1 ) begin end
    \$2  = count;
    if (en) begin
      (* full_case = 32'd1 *)
      if (ovf) begin
        \$2  = 16'h0000;
      end else begin
        \$2  = \$1 [15:0];
      end
    end
    if (rst) begin
      \$2  = 16'h0000;
    end
  end
endmodule
==> flow/run.sh <==
#!/bin/bash
# OpenROAD 26Q1-2900-gdf79404cd8, Yosys 0.63+post, stock flow scripts
make -C /OpenROAD-flow-scripts/flow DESIGN_CONFIG=/design/flow/config.mk WORK_HOME=/design/flow/orfs finish
==> flow/config.mk <==
export PLATFORM = sky130hd
export DESIGN_NAME = top
export DESIGN_NICKNAME = top
export VERILOG_FILES = /design/flow/design.v
export SDC_FILE = /design/flow/constraint.sdc
export NUM_CORES = 4
export LEC_CHECK = 1
export CORE_AREA = 10 10 89 89
export DIE_AREA = 0 0 99 99
==> flow/constraint.sdc <==
current_design top

set clk_period 2.3
set clk_io_pct 0.2

create_clock -name clk0 -period $clk_period [get_ports {clk}]

set non_clock_inputs [all_inputs -no_clocks]
set_input_delay [expr $clk_period * $clk_io_pct] -clock clk0 $non_clock_inputs
set_output_delay [expr $clk_period * $clk_io_pct] -clock clk0 [all_outputs]
==> flow_summary.toml <==
# physical design summary
[place]
gp_congestion = 0.798
hpwlAfterDp_um = 1090
portBuffers = 3
dp.cells = 164

[final_layout]
drive_gt1_frac = 0.161
seq_area_um2 = 320
largest_register_ffs = 16
comb_area_um2 = 457
largestRegisters = "count (16)"
areaGrowthSynthToFinish_pct = 21.9
largest-register = "count"
fin_cells = 168
fillers = 664

[power]
seq_power_share = 0.510
p_leak_nw = 0.310
power.switching_mw = 0.112
p_sw_frac = 0.200
power.total_mw = 0.561
p_int_mw = 0.449
ir_drop_uv = 226
pwr_density_cell_nw_per_um2 = 571
p_clk_frac = 0.432
p_comb_frac = 0.058

[setup_path]
critPathBufInv = 1
crit_family = "simple AND/OR/NAND/NOR gates"
crit_chain = "nor4_2, and4_4, clkdlybuf4s50_1"
cp.depth = 3
slowest_stage = "clkdlybuf4s50_1"
cp-start-kind = "flip-flop"
crit_required_ps = 1840
worstPathArrival_ps = 1710
critPathKind = "flip-flop to primary output"
crit_end = "ovf"
reg2reg_depth = 6
crit_path_max_incr_delay_ps = 480
r2r-start = "count[0]$_SDFFE_PP0P_"
end_kind = "primary output"
path_max_fanout = 5
cp-startpoint = "count[8]$_SDFFE_PP0P_"
worstReg2RegEnd = "count[12]$_SDFFE_PP0P_"
r2r_setup_slack_ps = 740

[synthesis]
ys_area_um2 = 806
top_cell = "nor2_1"
syn_area_um2 = 806
ys_async_sr_fraction = 0
yosysUniqueCellTypes = 21
ys_cells = 87
syn_avg_cell_area_um2 = 9.26
ys_seq_frac = 0.398
synth_top_area_share = 0.398
synthTopCellsByArea = "dfxtp_1 (40%), xnor2_1 (13%), nor2_1 (7.9%)"
synth_cells = 87
edf_count = 0
ys.warnings.count = 1
largest_area_cell = "dfxtp_1"
common_cells = "nor2_1 (17), dfxtp_1 (16), xnor2_1 (12)"
synth_flops = 16
flop_cell = "dfxtp_1"

[clock_tree]
htree_levels = 1
tritoncts = "yes"
cts_buffer_depth = 2
holdBufCountCts = 0
clock.latency.late_pin_ps = 250
clk_pin_slew_ps = 60
numCtsBuffers = 3
clkSinkCount = 16
clockRootBuffer = "clkbuf_8"

[route]
n_antenna_cell = 0
drt_first_iter_violations = 42
antenna_left = 0
drt_wl_total_um = 1550
via_per_inst = 3.57
dr.pass1.iters = 4
wl_per_cell_um = 9.20
vias = 600
drc = 0

[floorplanning]
io_pins = 4
fp.dieW_um = 99
rows = 28
fp_util = 0.135
die-area_um2 = 9800
core_um2 = 5990
die_h_um = 99

[final_timing]
fin_crit_ps = 2170
fmax_ghz = 0.461
finalSetupTns_ps = 0
rsz0062_at_grt = "false"
max-slew-margin-rel = 0.747
clock_skew_ps = 3.40
setup_viol_count_final = 0
worst_pin_slew_ps = 376
final_max_slew_viol_count = 0
hold_viol_final = 0
period_used_share = 0.944

[global_route]
grt_first_pass_wirelength_um = 2880
grt_antenna_before_repair = 0
grt_max_degree = 17
grt_pass1_vias = 602
overflow = 0
grt_usage = 0.0340

[run_status]
status = "finished clean"

[flow_run]
warnings = 26
drv_cap = 0

[hold_path]
min_path_type = "flip-flop to flip-flop"
[area by class of cell]
class,count,share of cell area
sequential,16,0.326
inverter,3,0.0115
clock buffer,4,0.0561
multi-input combinational,65,0.465
tap,75,0.0955
timing repair buffer,5,0.0459
[cells in the final DEF, fill, tap and decap left out, drive strengths merged]
cell type,n
buf,2
xnor2,12
nor3,5
and4bb,1
inv,3
clkbuf,4
nor4,5
dfxtp,16
ha,2
nand3,3
clkdlybuf4s50,3
nor4b,1
a21o,1
nand4,7
xor2,3
a211oi,1
nand2,4
nor2,19
and4,1
[layer usage]
layer / global-route usage / part of all wire
met1: 0.0515 / 0.54
met3: 0.0127 / 0.041
met5: 0 / 0
met2: 0.0451 / 0.40
met4: 0.00441 / 0.012
[worst min-delay path by stage]
stage,endpoint,from,depth (start not counted)
5_1_grt,count[15]$_SDFFE_PP0P_,count[15]$_SDFFE_PP0P_,2
4_1_cts,count[15]$_SDFFE_PP0P_,count[15]$_SDFFE_PP0P_,2
6_report,count[15]$_SDFFE_PP0P_,count[15]$_SDFFE_PP0P_,2
[cells by family after synthesis]
family,share of synthesized area
buffers and inverters,0.0512
adder cells (fa/ha/maj),0.0311
flip-flops,0.398
AND-OR/OR-AND,0.0342
AND/OR/NAND/NOR,0.323
XOR/XNOR,0.163
[worst min-delay path: stages (launching register included)]
cell and delay (ps):
dfxtp_1 360, xnor2_1 90, nor2_2 70
[metrics by stage]
stage | hold slack (ps) | area [µm²] | worst slack, ps | util
CTS | 533 | 970 | 19.5 | 0.162
global route | 585 | 982 | 21.9 | 0.164
floorplan | 492 | 806 | 848 | -
global placement | 521 | 915 | 201 | 0.153
detailed placement | 519 | 915 | 193 | 0.153
finish | 549 | 982 | 129 | 0.164
[power groups by stage]
stage         clock network, mW  logic, mW  registers, mW
finish                    0.242     0.0325          0.286
global route              0.268     0.0365          0.286
CTS                       0.252     0.0327          0.286
[repair_timing]
item,in CTS,in global routing
endpoints found under the setup margin,0,1
buffers inserted,0,0
hold endpoints to repair,0,0
gates resized,0,2
